### flow/config.mk
export PLATFORM = sky130hd
export DESIGN_NAME = mccu
export DESIGN_NICKNAME = mccu
export VERILOG_FILES = /design/flow/design.v
export SDC_FILE = /design/flow/constraint.sdc
export NUM_CORES = 4
export LEC_CHECK = 1
export CORE_AREA = 10 10 82 82
export DIE_AREA = 0 0 92 92
### flow/run.sh
#!/bin/bash
# OpenROAD 26Q1-2900-gdf79404cd8, Yosys 0.63+post, stock flow scripts
make -C /OpenROAD-flow-scripts/flow DESIGN_CONFIG=/design/flow/config.mk WORK_HOME=/design/flow/orfs finish
### flow/design.v
`timescale 1ns / 1ps
module mccu(op, func, z, clock, resetn,
	    wpc, wir, wmem, wreg, iord, regrt, m2reg, aluc,
	    shift, alusrca, alusrcb, pcsource, jal, sext, state);
   input [5:0] op, func;
   input       z, clock, resetn;
   output reg  wpc, wir, wmem, wreg, iord, regrt, m2reg;
   output reg [3:0] aluc;
   output reg [1:0] alusrcb, pcsource;
   output reg 	    shift, alusrca, jal, sext;
   output reg [2:0] state;
   reg [2:0] 	    next_state;
   parameter [2:0]	sif	= 3'b000,
			sid	= 3'b001,
			sexe	= 3'b010,
			smem	= 3'b011,
			swb	= 3'b100;
   wire 	  	 r_type, i_add, i_sub, i_and, i_or, i_xor, i_sll, i_srl, i_sra, i_jr;
   wire 	    i_addi, i_andi, i_ori, ixori, i_lw, i_sw, i_beq, i_bne, i_lui, i_j, i_jal;
   and(r_type, ~op[5], ~op[4], ~op[3], ~op[2], ~op[1], ~op[0]);
   and(i_add,  r_type,  func[5], ~func[4], ~func[3], ~func[2], ~func[1], ~func[0]);
   and(i_sub,  r_type,  func[5], ~func[4], ~func[3], ~func[2],  func[1], ~func[0]);
   and(i_and,  r_type,  func[5], ~func[4], ~func[3],  func[2], ~func[1], ~func[0]);
   and(i_or,   r_type,  func[5], ~func[4], ~func[3],  func[2], ~func[1],  func[0]);
   and(i_xor,  r_type,  func[5], ~func[4], ~func[3],  func[2],  func[1], ~func[0]);
   and(i_sll,  r_type, ~func[5], ~func[4], ~func[3], ~func[2], ~func[1], ~func[0]);
   and(i_srl,  r_type, ~func[5], ~func[4], ~func[3], ~func[2],  func[1], ~func[0]);
   and(i_sra,  r_type, ~func[5], ~func[4], ~func[3], ~func[2],  func[1],  func[0]);
   and(i_jr,   r_type, ~func[5], ~func[4],  func[3], ~func[2], ~func[1], ~func[0]);
	and(i_nor,  r_type,  func[5], ~func[4], ~func[3],  func[2],  func[1],  func[0]);
	and(i_slt,  r_type,  func[5], ~func[4],  func[3], ~func[2],  func[1], ~func[0]);
	and(i_jalr, r_type, ~func[5], ~func[4],  func[3], ~func[2], ~func[1],  func[0]);
   and(i_addi, ~op[5], ~op[4],  op[3], ~op[2], ~op[1], ~op[0]);
   and(i_andi, ~op[5], ~op[4],  op[3],  op[2], ~op[1], ~op[0]);
   and(i_ori,  ~op[5], ~op[4],  op[3],  op[2], ~op[1],  op[0]);
   and(i_xori, ~op[5], ~op[4],  op[3],  op[2],  op[1], ~op[0]);
   and(i_lw,    op[5], ~op[4], ~op[3], ~op[2],  op[1],  op[0]);
   and(i_sw,    op[5], ~op[4],  op[3], ~op[2],  op[1],  op[0]);
   and(i_beq,  ~op[5], ~op[4], ~op[3],  op[2], ~op[1], ~op[0]);
   and(i_bne,  ~op[5], ~op[4], ~op[3],  op[2], ~op[1],  op[0]);
   and(i_lui,  ~op[5], ~op[4],  op[3],  op[2],  op[1],  op[0]);
   and(i_j,    ~op[5], ~op[4], ~op[3], ~op[2],  op[1], ~op[0]);
   and(i_jal,  ~op[5], ~op[4], ~op[3], ~op[2],  op[1],  op[0]);
	and(i_slti,	~op[5], ~op[4],  op[3], ~op[2],  op[1], ~op[0]);
   wire 	    i_shift;
   or (i_shift, i_sll, i_srl, i_sra);
	initial
	begin
		wpc <= 0;
		wir <= 0;
		wmem <= 0;
		iord <= 0;
		regrt <= 0;
		m2reg <= 0;
		aluc <= 0;
		alusrcb <= 0;
		pcsource <= 0;
		shift <= 0;
		alusrca <= 0;
		jal <= 0;
		sext <= 0;
		state <= 0;
		wreg <= 0;
	end
	always @(*) begin
	   wpc		= 0;
	   wir		= 0;
	   wmem		= 0;
	   iord		= 0;
	   aluc		= 4'b0000;
	   alusrca	= 0;
	   alusrcb	= 2'h0;
	   regrt	= 0;
	   m2reg	= 0;
	   shift	= 0;
	   pcsource	= 2'h0;
	   jal		= 0;
	   sext		= 1;
		wreg = 0;
	   case(state)
	     sif: begin
		wpc		= 1;
		wir		= 1;
		alusrca		= 1;
		alusrcb		= 2'h1;
		next_state	= sid;
	     end
	     sid: begin
		if (i_j) begin
		   pcsource	= 2'h3;
		   wpc		= 1;
		   next_state	= sif;
		end else if (i_jal) begin
		   pcsource	= 2'h3;
		   wpc		= 1;
		   jal		= 1;
		   wreg		= 1;
		   next_state	= sif;
		end else if (i_jr) begin
		   pcsource	= 2'h2;
		   wpc		= 1;
		   next_state	= sif;
		end else if (i_jalr) begin
			pcsource = 2'h2;
			wpc 		= 1;
			jal 	   = 1;
			wreg     = 1;
			next_state = sif;
		end else begin
		   aluc		= 4'b0000;
		   alusrca	= 1;
		   alusrcb	= 2'h3;
		   next_state	= sexe;
		end
	     end  
	     sexe: begin
		aluc[3] = i_sra | i_slt | i_nor | i_slti;
		aluc[2] = i_sub | i_or  | i_srl | i_sra | i_ori  | i_lui | i_nor;
		aluc[1] = i_xor | i_sll | i_srl | i_sra | i_xori | i_beq | i_bne | i_lui;
		aluc[0] = i_and | i_or  | i_sll | i_srl | i_sra  | i_andi | i_ori | i_nor;
		if (i_beq || i_bne) begin
		   pcsource = 2'h1;
		   wpc = i_beq & z | i_bne & ~z;
		   next_state = sif;
		end else begin
		   if (i_lw || i_sw) begin
		      alusrcb = 2'h2;
		      next_state = smem;
		   end else begin
		      if (i_shift) shift = 1;
		      if (i_addi || i_andi || i_ori || i_xori || i_lui || i_slti)
			alusrcb = 2'h2;
		      if (i_andi || i_ori || i_xori) sext = 0;
		      next_state = swb;
		   end
		end
	     end  
	     smem: begin
		iord = 1;
		if (i_lw) begin
		   next_state = swb;
		end else begin
		   wmem = 1;
		   next_state = sif;
		end
	     end
	     swb: begin
		if (i_lw) m2reg = 1;
		if (i_lw || i_addi || i_andi || i_ori || i_xori || i_lui || i_slti)
		  regrt = 1;
		wreg = 1;
		next_state = sif;
	     end
	     default: begin
		next_state = sif;
	     end
	   endcase
	end
   always @(posedge clock or posedge resetn) begin
      if (resetn == 1) begin
	 state <= sif;
      end else begin
	 state <= next_state;
      end
   end
endmodule
### flow/constraint.sdc
current_design mccu

set clk_period 2.6
set clk_io_pct 0.2

create_clock -name clk0 -period $clk_period [get_ports {clock}]

set non_clock_inputs [all_inputs -no_clocks]
set_input_delay [expr $clk_period * $clk_io_pct] -clock clk0 $non_clock_inputs
set_output_delay [expr $clk_period * $clk_io_pct] -clock clk0 [all_outputs]
==> flow_metrics.tcl <==
# implementation run metrics
set metrics [dict create \
    ff2ff_setup_slack_ps 1220 \
    total_power_mw 0.668 \
    ys_seq_share_pct 12.3 \
    setup_ws_ps 83.6 \
    numSynthFlops 3 \
    cp_slowest_cell "clkdlybuf4s50_1" \
    num_io_pins 37 \
    first_pass_iters 5 \
    cts.path.max_buffers 2 \
    reg_top3 "state x3" \
    top_cell_area_share_pct 12.3 \
    synth_area_um2 611 \
    finalCritPeriodShare_pct 96.8 \
    synthDistinctLibCells 38 \
    wl_per_cell_um 11.5 \
    start_kind "input pin" \
    layout_top_cell "buf_4" \
    vdd_drop_max_mv 0.260 \
    grt_pass1_wl_um 4390 \
    pwr-share-clk_pct 20.0 \
    critical_path.max_fanout 4 \
    wl_um 2510 \
    htreeDepth 1 \
    ys_area_um2 611 \
    antenna_found_initial 0 \
    syn2layout_area_growth_pct 109 \
    grt_start_max_net_pins 11 \
    cts_buffers 3 \
    rsz0062_at_grt "true" \
    gp_congestion 0.811 \
    cts.reportedPaths.clkPinSlew_ps 30 \
    vias 845 \
    required_ps 2080 \
    tightest_slew_ps 449 \
    cts_tree "done" \
    max_stage_delay_ps 400 \
    dp_slack_ps -371 \
    coreArea_um2 5070 \
    cts_num_sinks 3 \
    r2r_end "state[2]$_DFF_PP0_" \
    initial_utilization_pct 12.0 \
    hold_buffers 0 \
    worstPathArrival_ps 2000 \
    synth_cells 85 \
    ys_cells 85 \
    maxSlewViolCount 0 \
    regMostFlops "state" \
    stdcell_count 218 \
    drive_gt1_share_pct 35.1 \
    drcViolationCount 0 \
    lay_top_cells "26 x buf_4, 18 x clkdlybuf4s50_1, 11 x dlygate4sd2_1" \
    switching_share_pct 33.0 \
    fmax_mhz 397 \
    grt_pass1_vias 899 \
    intPower_mw 0.447 \
    drv_cap 0 \
    hpwl_um 2160 \
    die_w_um 92 \
    io_buffers 36 \
    largest_reg_flops 3 \
    async_flop_share_pct 100 \
    grt.overflow.total 0 \
    r2r-start "state[2]$_DFF_PP0_" \
    via_per_inst 3.88 \
    power.density_nw_per_um2 523 \
    fin_crit_ps 2520 \
    die_area_um2 8460 \
    clk_latency_ps 210 \
    power_frac_seq_pct 14.4 \
    setup-violations-final 0 \
    chipHeight_um 92 \
    cp_cell_sequence "dlygate4sd2_1 > nor4b_4 > a21oi_1 > o21ai_2 > buf_4 > nand2b_1 > clkdlybuf4s50_1" \
    clock-root-buffer "clkbuf_8" \
    dp.cells 209 \
    p_leak_nw 0.568 \
    hold_viol 0 \
    path_class "in -> out" \
    warnings 26 \
    endpoint_kind "primary output" \
    power_frac_comb_pct 65.5 \
    drt_iter0_drc 33 \
    rows 26 \
    clock_skew_ps 1.28 \
    num_antenna_cells 0 \
    yosysTopAreaCell "dfrtp_1" \
    r2r_cells 5 \
    edf_count 0 \
    yosysWarnings 6 \
    antenna_left 0 \
    top_cells_by_area "dfrtp_1 12%, nor2_1 4.3%, a21oi_1 4.1%" \
    grt_util_all_layers_pct 6.07 \
    ff_type "dfrtp_1" \
    slew_headroom_pct 69.9 \
    hold_path.class "in -> async" \
    syn_avg_cell_area_um2 7.18 \
    status "finished, final reports clean" \
    p_switching_mw 0.221 \
]
-- final cells by class --
| cell class | instances | area [um2] |
|---|---|---|
| Inverter | 4 | 15.0 |
| Timing Repair Buffer | 63 | 518 |
| Fill cell | 580 | 3800 |
| Sequential cell | 3 | 75.1 |
| Tap cell | 70 | 87.6 |
| Multi-Input combinational cell | 74 | 538 |
| Clock buffer | 4 | 45.0 |
-- critical path: cells and delay by family --
family	cells	cell delay (ps)
buf+inv	3	830
simple gates	2	360
compound gates	2	280
-- layer usage --
metal / share of wire, % / vias to the layer above / global-route usage [%]
met1: 41 / 381 / 7.31
met5: 0 / - / 0
li1: - / 448 / -
met3: 4.9 / 0 / 1.48
met2: 54 / 16 / 11.1
met4: 0 / 0 / 0.386
-- worst max path at each step --
stage | to | slack (ps) | from | depth (start not counted)
CTS | alusrcb[1] | 8 | op[0] | 6
global route | alusrca | -10 | func[1] | 7
finish | alusrca | 80 | func[1] | 7
-- Yosys cell counts (3+ instances only) --
library cell / n
nor2_1: 7
inv_1: 4
a211oi_1: 3
nor3_1: 4
clkbuf_1: 3
nand3_1: 4
nand2b_1: 4
dfrtp_1: 3
a21oi_1: 5
o21ai_1: 5
nand2_1: 6
-- repair_timing --
action                                  CTS  global route
resized                                  30            12
endpoints found under the setup margin   17            11
pin swaps                                11             6
buffers inserted                          4             1
-- cell families (layout without fill, tap and decap cells) --
group                     count (synthesis)  in the layout  share of synthesized area [%]
xor gates and xnor gates                  2              2                           2.87
buffers and inverters                     8             71                           5.53
AOI/OAI and AO/OA                        27             27                           28.9
and+or+nand+nor                          45             45                           50.4
DFF                                       3              3                           12.3
-- power by group through the flow --
| stage | Combinational (mW) | Clock (mW) | Sequential (mW) |
|---|---|---|---|
| 4_1_cts | 0.450 | 0.138 | 0.0969 |
| 5_1_grt | 0.484 | 0.143 | 0.103 |
| 6_report | 0.438 | 0.134 | 0.0963 |
-- per-stage QoR --
stage | util, % | TNS [ps] | area, um2 | hold WS, ps
finish | 25.2 | 0 | 1280 | 478
global route | 25.2 | -10.0 | 1280 | 501
CTS | 25.5 | 0 | 1300 | 484
detailed placement | 23.7 | -4870 | 1200 | 656
global placement | 23.7 | -4370 | 1200 | 662
floorplan | - | 0 | 611 | 274
Power is estimated from default activity; no workload was simulated.
